### /design/flow/config.mk
export PLATFORM = sky130hd
export DESIGN_NAME = traffic_light_controller
export DESIGN_NICKNAME = traffic_light_controller
export VERILOG_FILES = /design/flow/design.v
export SDC_FILE = /design/flow/constraint.sdc
export NUM_CORES = 4
export LEC_CHECK = 1
export CORE_UTILIZATION = 30
export SYNTH_HDL_FRONTEND = slang
### /design/flow/constraint.sdc
current_design traffic_light_controller

set clk_period 4.8
set clk_io_pct 0.2

create_clock -name clk0 -period $clk_period [get_ports {clk}]

set non_clock_inputs [all_inputs -no_clocks]
set_input_delay [expr $clk_period * $clk_io_pct] -clock clk0 $non_clock_inputs
set_output_delay [expr $clk_period * $clk_io_pct] -clock clk0 [all_outputs]
### /design/flow/design.v
package light_package;
  typedef enum logic[1:0] {red,yellow,green} colors;
endpackage
import light_package ::*;            
module traffic_light_controller(
  input clk, reset, e_str_sensor, w_str_sensor, e_left_sensor, 
        w_left_sensor, ns_sensor,              
  output colors e_str_light, w_str_light, e_left_light, w_left_light, ns_light);      
  logic s, sb, e, eb, w, wb, l, lb, n, nb;	  
  assign s  = e_str_sensor || w_str_sensor;					  
  assign sb = e_left_sensor || w_left_sensor || ns_sensor;			      
  assign e  = e_left_sensor || e_str_sensor;					      
  assign eb = w_left_sensor || w_str_sensor || ns_sensor;			  
  assign w  = w_left_sensor || w_str_sensor;
  assign wb = e_left_sensor || e_str_sensor || ns_sensor;
  assign l  = e_left_sensor || w_left_sensor;
  assign lb = e_str_sensor || w_str_sensor || ns_sensor;
  assign n  = ns_sensor;
  assign nb = s || l; 
  typedef enum {GRRRR, YRRRR, ZRRRR, HRRRR, 	            
  	            RGRRR, RYRRR, RZRRR, RHRRR, 			    
	            RRGRR, RRYRR, RRZRR, RRHRR,				    
	            RRRGR, RRRYR, RRRZR, RRRHR, 			    
	            RRRRG, RRRRY, RRRRZ, RRRRH} tlc_states;     
	tlc_states    present_state, next_state;
	integer ctr5, next_ctr5,        
			ctr10, next_ctr10;      
  always_ff @(posedge clk)
	if(reset) begin
	  present_state <= RRRRH;
	  ctr5          <= 0;
	  ctr10         <= 0;
	end  
	else begin
	  present_state <= next_state;
	  ctr5          <= next_ctr5;
	  ctr10         <= next_ctr10;
	end  
  always_comb begin
	next_state = RRRRH;                             
	next_ctr5  = 0; 							    
	next_ctr10 = 0;
	case(present_state)
	  GRRRR: begin  
        if(ctr5==0 && !s)
            next_ctr5 = ctr5+1;
          else if(ctr5!=0)
            next_ctr5 = ctr5+1;
          else
            next_ctr5 = ctr5;  
        if(ctr10==0 && sb)
          next_ctr10 = ctr10+1;
        else if(ctr10!=0)
          next_ctr10 = ctr10+1;
        else
          next_ctr10 = ctr10;  
        if(ctr5==4 | ctr10==9) begin
          next_state=YRRRR;
          next_ctr5 = 0;
          next_ctr10 = 0;
        end
          else
            next_state=GRRRR;
	         end      
      YRRRR: begin
        next_state=ZRRRR;
      end
      ZRRRR: begin
        next_state=HRRRR;
      end
      HRRRR: begin
        if(e)
          next_state=RGRRR;
        else if(w)
          next_state=RRGRR;
        else if(l)
          next_state=RRRGR;
        else if(n)
          next_state=RRRRG;
        else if(s)
          next_state=GRRRR;
        else
          next_state=HRRRR;
      end
	  RGRRR: begin 		                                  
        if(ctr5==0 && !e)
            next_ctr5 = ctr5+1;
          else if(ctr5!=0)
            next_ctr5 = ctr5+1;
          else
            next_ctr5 = ctr5;  
        if(ctr10==0 && eb)
          next_ctr10 = ctr10+1;
        else if(ctr10!=0)
          next_ctr10 = ctr10+1;
        else
          next_ctr10 = ctr10;  
        if(ctr5==4 | ctr10==9) begin
          next_state=RYRRR;
          next_ctr5 = 0;
          next_ctr10 = 0;
        end
          else
            next_state=RGRRR;
	         end
	  RYRRR: next_state = RZRRR;
	  RZRRR: next_state = RHRRR;
	  RHRRR: begin
        if(w)
          next_state=RRGRR;
        else if(l)
          next_state=RRRGR;
        else if(n)
          next_state=RRRRG;
        else if(s)
          next_state=GRRRR;
        else if(e)
          next_state=RGRRR;
        else
          next_state=RHRRR;
      end
	  RRGRR: begin 
        if(ctr5==0 && !w)
            next_ctr5 = ctr5+1;
          else if(ctr5!=0)
            next_ctr5 = ctr5+1;
          else
            next_ctr5 = ctr5;  
        if(ctr10==0 && wb)
          next_ctr10 = ctr10+1;
        else if(ctr10!=0)
          next_ctr10 = ctr10+1;
        else
          next_ctr10 = ctr10;  
        if(ctr5==4 | ctr10==9) begin
          next_state=RRYRR;
          next_ctr5 = 0;
          next_ctr10 = 0;
        end
          else
            next_state=RRGRR;
	  end
      RRYRR: next_state=RRZRR;
      RRZRR: next_state=RRHRR;
      RRHRR: begin
        if(l)
          next_state=RRRGR;
        else if(n)
          next_state=RRRRG;
        else if(s)
          next_state=GRRRR;
        else if(e)
          next_state=RGRRR;
        else if(w)
          next_state=RRGRR;
        else
          next_state=RRHRR;
      end
      RRRGR: begin
        if(ctr5==0 && !l)
            next_ctr5 = ctr5+1;
          else if(ctr5!=0)
            next_ctr5 = ctr5+1;
          else
            next_ctr5 = ctr5;  
        if(ctr10==0 && lb)
          next_ctr10 = ctr10+1;
        else if(ctr10!=0)
          next_ctr10 = ctr10+1;
        else
          next_ctr10 = ctr10;  
        if(ctr5==4 | ctr10==9) begin
          next_state=RRRYR;
          next_ctr5 = 0;
          next_ctr10 = 0;
        end
        else next_state=RRRGR;
      end
      RRRYR: next_state=RRRZR;
      RRRZR: next_state=RRRHR;
      RRRHR: begin
        if(n)
          next_state=RRRRG;
        else if(s)
          next_state=GRRRR;
        else if(e)
          next_state=RGRRR;
        else if(w)
          next_state=RRGRR;
        else if(l)
          next_state=RRRGR;
        else
          next_state=RRRHR;
      end
      RRRRG: begin
        if(ctr5==0 && !n)
            next_ctr5 = ctr5+1;
          else if(ctr5!=0)
            next_ctr5 = ctr5+1;
          else
            next_ctr5 = ctr5;  
        if(ctr10==0 && nb)
          next_ctr10 = ctr10+1;
        else if(ctr10!=0)
          next_ctr10 = ctr10+1;
        else
          next_ctr10 = ctr10;  
        if(ctr5==4 | ctr10==9) begin
          next_state=RRRRY;
          next_ctr5 = 0;
          next_ctr10 = 0;
      	end
        else next_state=RRRRG;
      end
      RRRRY: next_state=RRRRZ;
      RRRRZ: next_state=RRRRH;
      RRRRH: begin
        if(s)
          next_state=GRRRR;
        else if(e)
          next_state=RGRRR;
        else if(w)
          next_state=RRGRR;
        else if(l)
          next_state=RRRGR;
        else if(n)
          next_state=RRRRG;
        else
          next_state=RRRRH;
      end
        endcase
  end
	always_comb begin
	  e_str_light  = red;                 
	  w_str_light  = red;				  
	  e_left_light = red;
	  w_left_light = red;
	  ns_light     = red;
	  case(present_state)       
		GRRRR:   begin e_str_light = green;
					   w_str_light = green;
		end
        YRRRR,ZRRRR: begin
          e_str_light = yellow;
		  w_str_light = yellow;
        end
        HRRRR: begin
          e_str_light = red;
		  w_str_light = red;
        end
        RGRRR: begin
        e_left_light = green;
        e_str_light = green;  
        end
        RYRRR,RZRRR: begin 
          e_left_light = yellow;
          e_str_light = yellow;
        end
        RRGRR: begin 
          w_str_light = green;
          w_left_light = green;
        end
        RRYRR,RRZRR: begin 
          w_left_light = yellow;
          w_str_light = yellow;
        end
        RRRGR: begin 
          w_left_light = green;
          e_left_light = green;
        end
        RRRYR, RRRZR: begin
          w_left_light = yellow; 
          e_left_light = yellow;
        end
        RRRRG: ns_light = green;
        RRRRY, RRRRZ: ns_light = yellow;
        RRRRH: ns_light=red;
      endcase
        end
endmodule
### /design/flow/run.sh
#!/bin/bash
# OpenROAD 26Q1-2900-gdf79404cd8, Yosys 0.63+post, stock flow scripts
make -C /OpenROAD-flow-scripts/flow DESIGN_CONFIG=/design/flow/config.mk WORK_HOME=/design/flow/orfs finish
==> summary.txt <==
Flow results.

- The post-route netlist has 5.81% of its cells at a drive strength greater than 1.
- The finished layout reports a core utilization of 35.4%.
- The number of enable-type register cells in the synthesized netlist is 0.
- Counting the buffers created by CTS gives 9.
- The number of maximum-capacitance violations is 0.
- TritonCTS built the clock tree.
- Per the slew report, the remaining headroom to the max-slew limit stands at 45.3%.
- The leakage power of the design is 1.56 nW.
- The area of the placeable core is 0.0132 mm^2.
- In this run the full chip footprint comes out at 0.0140 mm^2.
- The yosys stat chip area is 0.00406 mm^2.
- The overall fraction of global-route tracks in use is 13.2%.
- The initial antenna violation count came to 0.
- The final critical path takes up 67.9% of the cycle.
- The final weighted congestion in routability-driven placement is 0.879.
- For this block, the initial DRC count from the detailed router was 267.
- CTS placed an instance of clkbuf_16 at the clock tree root.
- The flow ran to the end, and the final reports show no timing, DRC or antenna violations.
- Per the post-route antenna check, the number of violating nets is 0.
- The share of the core area taken by cells at floorplan is 30.7%.
- The highest net fanout along the worst path is 25.
- The slowest stage of the critical path belongs to the cell clkdlybuf4s50_1.
- The count of instantiated cells in the yosys netlist is 501.
- For this run, asynchronously set or reset flops after synthesis account for 0%.
- Summed over all instances, the cell type with the most area after synthesis is dfxtp_1.
- The filler cell count is 1323.
- In this run the cell area measured after placement is 0.00437 mm^2.
- The iteration count recorded for the first detailed-route pass is 4.
- The placed wire-length estimate is 6040 um.
- The final hold violation count is 0.
- The final timing report lists clock skew as 9.70 ps.
- The total number of H-tree levels is 3.
- The layout overhead on the synthesized area is 15.2%.
- Once the clock tree was built, the resizer swapped 0 gates to a different size.
- The path type of the worst min-delay path is reg2reg.
- The data arrival time reported for the critical path is 3490 ps.
- The clock period minus worst slack is 3260 ps.
- The floorplan die width is 118 um.
- Summed over all layers, the routed wires come to 8680 um.
- The I/O pin count is 17.
- In this run the cell area of the synthesized design comes to 0.00406 mm^2.
- The via count of the first global-routing pass is 3219.
- The number of clock sinks is 84.
- The share of the synthesized area in the top cell type is 41.5%.
- The buffer_ports step reported a buffer count of 16.
- The total power per unit cell area is 315 mW/mm^2.
- The delay of the slowest cell on the worst path is 830 ps.
- In this run the core area contains 42 standard-cell rows.
- After detailed routing, the average wire length per cell comes to 12.5 um.
- Sequential elements use 41.5% of the synthesized area.
- The synthesized area per cell is 8.09 um^2.
- The clock latency on the worst-skew pair is 340 ps.
- Based on the critical path, the design can be clocked at up to 307 MHz.
- The data required time of the worst path is 5030 ps.
- In the layout the commonest cells are nor2_1 (94), dfxtp_1 (84), nand2_1 (38), xor2_1 (30), xnor2_1 (27).
- The final count of negative-setup-slack endpoints is 0.
- Counting the warning lines in the Yosys log gives 0.
- The endpoint class of the critical path is a flip-flop.
- The number of post-CTS setup repair buffers is 0.
- The kind of start point of the critical path is an input port.
- The transition time at the pin with the least slew margin is 821 ps.
- The aggregate global routing overflow is 0.
- Counting flops and latches in the post-synthesis netlist gives 84.
- The main flop type after synthesis is dfxtp_1.
- The global-route wire length before repair is 15100 um.
- The overall power of the completed layout is 1.47 mW.
- For reference, the top cells by area after synthesis are dfxtp_1 (41%), nor2_1 (8.7%), xor2_1 (6.5%).
- The final count of pins violating max slew is 0.
- In this design, the critical path's most frequently occurring cell is buf_4.
- The worst IR drop on VDD is 0.313 mV.
- TritonRoute reported its final design rule violation total as 0.
- Setup repair after global routing left no endpoint under its margin.
- Looking at the clock tree report, the maximum root-to-sink buffer count equals 2.
- Counting every instance in the synthesized netlist gives 501.
- Across all layers, the routed design uses 3452 vias.
- The hold buffer count at cts is 0.
- Traced cell by cell, the critical path runs through clkdlybuf4s50_1, inv_1, o31ai_1, a211o_1, buf_4, buf_4, nor2_1.
- The summed negative setup slack over all endpoints is 0 ps.
- Per the detail_route report, vias per standard cell equal 4.99.
- The antenna diode count is 0.
- The critical path is of the in2reg type.
- For reference, the clock transition at the flip-flops on the worst setup and hold paths is 60 ps.
- After routing the design area is 0.00467 mm^2.
- The floorplan step set the die height to 118 um.
- The pin count of the biggest net entering global routing is 26.
- The total tool warning count is 28.
- The most common library cell in the layout ignoring fill and taps is nor2_1.
- The count of different cell masters after synthesis is 46.
==> layer usage <==
| layer | vias up | routed length, um | GRT usage [%] |
|---|---|---|---|
| li1 | 1754 | - | - |
| met5 | - | 0 | 0 |
| met2 | 81 | 3840 | 20.6 |
| met3 | 14 | 408 | 2.21 |
| met4 | 0 | 154 | 2.56 |
| met1 | 1603 | 4270 | 19.5 |
==> worst paths after layout <==
path | startpoint | endpoint | slack (ps) | cells past startpoint
setup / recovery | reset | ctr10[12]$_SDFF_PP0_ | 1540 | 7
hold / removal | present_state[7]$_DFF_P_ | present_state[0]$_DFF_P_ | 430 | 1
setup reg to reg | ctr10[19]$_SDFF_PP0_ | ctr10[12]$_SDFF_PP0_ | 2020 | 7
hold reg to reg | present_state[7]$_DFF_P_ | present_state[0]$_DFF_P_ | 430 | 1
==> stage by stage <==
stage | setup WS [ps] | cells | hold WS [ps]
after floorplan | 2520 | 501 | 410
final | 1540 | 692 | 435
after CTS | 1510 | 692 | 440
after global placement | 1250 | 676 | 426
after global routing | 1360 | 692 | 459
after detailed placement | 1170 | 676 | 425
==> critical path, delay by kind of cell <==
kind / cells / cell delay, ps
buf+inv: 4 / 1630
simple gates: 1 / 70
compound gates: 2 / 810
==> cells in the mapped netlist (3+ instances only) <==
cell      number
a21oi_1       16
a22o_1         3
and2_1         4
and3_1         6
and4_1         5
clkbuf_1      15
dfxtp_1       84
ha_1           5
inv_1         19
nand2_1       38
nand3_1       26
nand4_1       15
nor2_1        94
nor2b_1        7
nor3_1        16
nor4_1        18
nor4_2         3
o21ai_0       15
o21bai_1       3
o31ai_1        3
or2_2          7
or3_1          8
or4_1          3
xnor2_1       27
xor2_1        30
==> final cells by class <==
type                            count  area, um^2  area share, %
Tap cell                          176         220           4.71
Inverter                           19        71.3           1.53
Clock buffer                       10         239           5.12
Multi-Input combinational cell    379        2220           47.5
Timing Repair Buffer               18         175           3.75
Sequential cell                    84        1680           36.0
Clock inverter                      6        63.8           1.37
==> power breakdown <==
| part | leakage [nW] | internal, mW | switching [mW] |
|---|---|---|---|
| Sequential | 0.677 | 0.700 | 0.00623 |
| Combinational | 0.738 | 0.0256 | 0.0391 |
| Clock | 0.144 | 0.416 | 0.283 |
| Total | 1.56 | 1.14 | 0.328 |
==> cell families after synthesis <==
logic type | Yosys count | share of synthesized area [%]
and+or+nand+nor | 258 | 31.5
adders and majority gates | 5 | 1.54
xor gates and xnor gates | 57 | 12.3
DFF | 84 | 41.5
buffers and inverters | 38 | 3.76
AOI/OAI and AO/OA | 59 | 9.38
==> state kept, by name, summed over array words and instances, names as in the netlist <==
| register | cells |
|---|---|
| ctr10 | 32 |
| ctr5 | 32 |
| present_state | 20 |
No activity file was given, so power comes from the tool's default toggle rates.
